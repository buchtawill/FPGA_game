--- design/flow/run.sh ---
#!/bin/bash
# OpenROAD 26Q1-2900-gdf79404cd8, Yosys 0.63+post, stock flow scripts
make -C /OpenROAD-flow-scripts/flow DESIGN_CONFIG=/design/flow/config.mk WORK_HOME=/design/flow/orfs finish
--- design/flow/config.mk ---
export PLATFORM = sky130hd
export DESIGN_NAME = vga_timing
export DESIGN_NICKNAME = vga_timing
export VERILOG_FILES = /design/flow/design.v
export SDC_FILE = /design/flow/constraint.sdc
export NUM_CORES = 4
export LEC_CHECK = 1
export CORE_AREA = 10 10 94 94
export DIE_AREA = 0 0 104 104
--- design/flow/constraint.sdc ---
current_design vga_timing

set clk_period 2.3
set clk_io_pct 0.2

create_clock -name clk0 -period $clk_period [get_ports {vgaClk}]

set non_clock_inputs [all_inputs -no_clocks]
set_input_delay [expr $clk_period * $clk_io_pct] -clock clk0 $non_clock_inputs
set_output_delay [expr $clk_period * $clk_io_pct] -clock clk0 [all_outputs]
--- design/flow/design.v ---
`timescale 1ns / 1ps
module vga_timing(
        input  wire        vgaClk,
        output wire [11:0] x, y,
        output wire        hsync, vsync, valid
    );
    reg [11:0] h_count, v_count;
    reg valid_reg, hsync_reg, vsync_reg;
    localparam h_fs  = 1688;
    localparam h_vis = 1280;
    localparam h_fp  = 48;
    localparam h_sp  = 112;
    localparam h_bp  = 248;  
    localparam h_pol = 1'b1; 
    localparam v_fs  = 1066;
    localparam v_vis = 1024;
    localparam v_fp  = 1;
    localparam v_sp  = 3;
    localparam v_bp  = 38;
    localparam v_pol = 1'b1;  
    initial begin
        hsync_reg <= ~h_pol;
        vsync_reg <= ~v_pol;
    end
    always @ (posedge vgaClk)begin   
        if(h_count < 1280 && v_count < 1024) valid_reg <= 1;
        else valid_reg <=0;
    end
    always @(posedge vgaClk)begin
        h_count <= h_count + 1;
        if(h_count == h_fs)begin
            h_count <= 0;
            v_count <= v_count + 1;
            if(v_count == v_fs) v_count <= 0;
        end
    end
    always @(posedge vgaClk)begin
        if(h_count >= (h_fp + h_vis - 1) && h_count < (h_fp + h_vis + h_sp - 1)) hsync_reg <= h_pol;
        else hsync_reg <= !h_pol;
        if(v_count > (v_fp + v_vis - 1) && v_count < (v_fp + v_vis + v_sp - 1))vsync_reg <= v_pol;
        else vsync_reg <= !v_pol;      
    end
    assign x = h_count;
    assign y = v_count;
    assign valid = valid_reg;
    assign vsync = vsync_reg;
    assign hsync = hsync_reg;
endmodule    
==> insert_results.sql <==
-- generated from flow reports
INSERT INTO impl_metrics (metric_group, metric, value, unit) VALUES
('layout', 'postLayoutCoreUtil', '0.262', ''),
('worst_setup_path', 'criticalPathCategory', 'reg2out', ''),
('worst_setup_path', 'cp_num_cells', '1', ''),
('placed_design', 'globalplace.congestion', '0.777', ''),
('logic_synthesis', 'postSynthAreaPerCell', '10.6', 'sq um'),
('route', 'first_pass_iters', '4', ''),
('clocking', 'numCtsBuffers', '3', ''),
('worst_setup_path', 'list_of_cells_traversed_by_the_critical_path', 'clkdlybuf4s50_1', ''),
('grt', 'wire_length_of_the_first_global_routing_pass', '5080', 'um'),
('grt', 'largest_net_degree_at_the_start_of_global_routing', '15', ''),
('power', 'power_density', '426', 'nW/um^2'),
('final_timing', 'finalSetupViolCount', '0', ''),
('clocking', 'cts_setup_buffers', '0', ''),
('min_path', 'hold-path-cell-count', '1', ''),
('floorplanning', 'top_ports', '28', ''),
('logic_synthesis', 'synth.top_cells.by_count', '15 x dfxtp_1, 12 x edfxtp_1, 12 x nor2_1', ''),
('final_timing', 'hold_violations', '0', ''),
('worst_setup_path', 'cp_top_family', 'buffers and inverters', ''),
('floorplanning', 'floorplan.die.height', '104', 'um'),
('final_timing', 'achievable-frequency', '0.563', 'GHz'),
('logic_synthesis', 'top_area_cell', 'edfxtp_1', ''),
('clocking', 'clockBufferDepth', '2', ''),
('clocking', 'cts_tree', 'yes', ''),
('route', 'drc_errors', '0', ''),
('route', 'drt.antenna.violating_nets', '0', ''),
('route', 'num_antenna_cells', '0', ''),
('logic_synthesis', 'synthDominantCellAreaShare', '0.269', ''),
('run_status', 'run_status', 'finished clean', ''),
('clocking', 'clock_tree.htree_level_count', '1', ''),
('logic_synthesis', 'yosys_area', '1340', 'sq um'),
('logic_synthesis', 'yosys_register_bits', '27', ''),
('final_timing', 'aggregate_negative_setup_slack', '0', 'ns'),
('worst_setup_path', 'startpoint_type_of_the_worst_setup_path', 'flip-flop', ''),
('logic_synthesis', 'yosysCellCount', '126', ''),
('route', 'route.detailed.wl_per_inst', '12.0', 'um'),
('logic_synthesis', 'yosys_most_used_dff', 'dfxtp_1', ''),
('worst_setup_path', 'required', '1.84', 'ns'),
('final_timing', 'max-slew-margin-rel', '0.684', ''),
('clocking', 'hold_buffers', '0', ''),
('layout', 'drive_above_1_share', '0.0759', ''),
('clocking', 'clk_pin_slew', '0.09', 'ns'),
('layout', 'finalInstanceArea', '1790', 'sq um'),
('layout', 'post_layout_nonfiller_instances', '254', ''),
('route', 'detailroute.via_count', '1034', ''),
('grt', 'number_of_antenna_violations_at_the_first_check_in_global_routing', '0', ''),
('worst_setup_path', 'worst_setup_path_end_kind', 'output port', ''),
('grt', 'first_global_vias', '1016', ''),
('flow_run', 'maxCapViolCount', '0', ''),
('power', 'ir_worst_vdd', '173', 'uV'),
('layout', 'top_regs', 'h_count x12, v_count x12', ''),
('clocking', 'worstSkewPairLatency', '0.27', 'ns'),
('worst_setup_path', 'arrival', '1.32', 'ns'),
('placed_design', 'dpl_cell_area', '1750', 'sq um'),
('logic_synthesis', 'most_common_cell', 'dfxtp_1', ''),
('final_timing', 'fin_crit_sh', '0.772', ''),
('clocking', 'cts_repair_resize_count', '0', ''),
('logic_synthesis', 'ys_types', '34', ''),
('worst_setup_path', 'reg2reg_depth', '4', ''),
('clocking', 'clock_tree.root_cell', 'clkbuf_8', ''),
('logic_synthesis', 'number_of_synthesized_flops_with_an_enable_pin', '12', ''),
('floorplanning', 'die-width', '104', 'um'),
('logic_synthesis', 'syn_warnings', '1', ''),
('clocking', 'clock_sink_count', '27', ''),
('floorplanning', 'fp_util', '0.196', ''),
('logic_synthesis', 'synth_sequential_area_ratio', '0.494', ''),
('flow_run', 'stage_log_warnings', '28', ''),
('floorplanning', 'die_area', '10800', 'sq um'),
('logic_synthesis', 'post_syn_instances', '126', ''),
('worst_setup_path', 'slowest_delay', '0.54', 'ns'),
('power', 'cellLeakagePower', '0.672', 'nW'),
('worst_setup_path', 'critPathSlowestCell', 'clkdlybuf4s50_1', '');
where the power goes:
group	internal [mW]	leakage (nW)	switching (mW)	total, mW
sequential	0.496	0.260	0	0.496
combinational	0	0.389	0	0.000000389
clock	0.124	0.0228	0.145	0.269
kinds of logic (layout without fill, tap and decap cells):
logic type,Yosys count,after routing,share of synthesized area
simple gates,54,54,0.265
flops,27,27,0.494
xor+xnor,15,15,0.0982
compound gates,14,14,0.0655
buf+inv,11,43,0.0309
fa+ha+maj,5,5,0.0468
per-stage QoR:
stage          power (mW)  setup WS [ns]
3_3_place_gp        0.507          0.620
6_report            0.765          0.525
5_1_grt             0.788          0.448
4_1_cts             0.774          0.508
2_1_floorplan       0.507          0.625
3_5_place_dp        0.507          0.601
cell usage in the layout, fill, tap and decap left out, drive strengths merged, types with 7 or more instances in the layout:
master and n:
nand3 8, nor2 12, inv 11, xnor2 8, edfxtp 12, dfxtp 15, clkdlybuf4s50 27, xor2 7
per-layer routing:
metal	GRT usage	vias up	share of wire
met2	0.0856	32	0.43
met4	0.00298	0	0
met5	0	-	0
met3	0.0244	0	0.088
li1	-	519	-
met1	0.0744	483	0.48
final cells by class:
| type | instances | area (sq um) |
|---|---|---|
| inverters | 11 | 41.3 |
| flip-flops and latches | 27 | 661 |
| multi-input cells | 88 | 636 |
| well taps | 96 | 120 |
| repair buffers | 28 | 290 |
| clock buffers | 4 | 45.0 |
| fillers | 750 | 5040 |
worst register-to-register path: cells and delay by family (launching register included):
kind	cells	cell delay (ns)
DFF	1	0.46
AOI/OAI and AO/OA	1	0.16
adders and majority gates	1	0.25
and+or+nand+nor	2	0.69
worst paths after layout:
| check | end | start | slack (ns) |
|---|---|---|---|
| max | x[5] | h_count[5] | 0.52 |
| min | h_count[0] | h_count[0] | 0.50 |
| max reg2reg | v_count[10] | v_count[0] | 0.60 |
| min reg2reg | h_count[0] | h_count[0] | 0.50 |
Power and IR drop assume default switching activity.
