--- flow/config.mk ---
export PLATFORM = sky130hd
export DESIGN_NAME = clkMaker
export DESIGN_NICKNAME = clkMaker
export VERILOG_FILES = /design/flow/design.v
export SDC_FILE = /design/flow/constraint.sdc
export NUM_CORES = 4
export LEC_CHECK = 1
export CORE_AREA = 10 10 87 87
export DIE_AREA = 0 0 97 97
--- flow/constraint.sdc ---
current_design clkMaker

set clk_period 2.8
set clk_io_pct 0.2

create_clock -name clk0 -period $clk_period [get_ports {clk}]

set non_clock_inputs [all_inputs -no_clocks]
set_input_delay [expr $clk_period * $clk_io_pct] -clock clk0 $non_clock_inputs
set_output_delay [expr $clk_period * $clk_io_pct] -clock clk0 [all_outputs]
--- flow/design.v ---
`timescale 1ns / 1ps
module amongUsAnimation(
        input  wire vgaClk,
        input  wire [11:0] x, y,
        output wire [11:0] color_data
    );
    reg [4:0]  frameCounter;
    reg [11:0] rgb_reg;
    wire frameClk;
    wire [11:0] frame1, frame2, frame3, frame4, frame5, frame6, frame7, frame8, frame9, frame10, frame11, frame12;
    wire [11:0] frame13, frame14, frame15, frame16, frame17, frame18, frame19, frame20, frame21; 
    frame1_rom  rom1 (.color_val(frame1),  .col(x[9:4]), .row(y[9:4]), .clk(vgaClk));
    frame2_rom  rom2 (.color_val(frame2),  .col(x[9:4]), .row(y[9:4]), .clk(vgaClk));
    frame3_rom  rom3 (.color_val(frame3),  .col(x[9:4]), .row(y[9:4]), .clk(vgaClk));
    frame4_rom  rom4 (.color_val(frame4),  .col(x[9:4]), .row(y[9:4]), .clk(vgaClk));
    frame5_rom  rom5 (.color_val(frame5),  .col(x[9:4]), .row(y[9:4]), .clk(vgaClk));
    frame6_rom  rom6 (.color_val(frame6),  .col(x[9:4]), .row(y[9:4]), .clk(vgaClk));
    frame7_rom  rom7 (.color_val(frame7),  .col(x[9:4]), .row(y[9:4]), .clk(vgaClk));
    frame8_rom  rom8 (.color_val(frame8),  .col(x[9:4]), .row(y[9:4]), .clk(vgaClk));
    frame9_rom  rom9 (.color_val(frame9),  .col(x[9:4]), .row(y[9:4]), .clk(vgaClk));
    frame10_rom rom10(.color_val(frame10), .col(x[9:4]), .row(y[9:4]), .clk(vgaClk));
    frame11_rom rom11(.color_val(frame11), .col(x[9:4]), .row(y[9:4]), .clk(vgaClk));
    frame12_rom rom12(.color_val(frame12), .col(x[9:4]), .row(y[9:4]), .clk(vgaClk));
    frame13_rom rom13(.color_val(frame13), .col(x[9:4]), .row(y[9:4]), .clk(vgaClk));
    frame14_rom rom14(.color_val(frame14), .col(x[9:4]), .row(y[9:4]), .clk(vgaClk));
    frame15_rom rom15(.color_val(frame15), .col(x[9:4]), .row(y[9:4]), .clk(vgaClk));
    frame16_rom rom16(.color_val(frame16), .col(x[9:4]), .row(y[9:4]), .clk(vgaClk));
    frame17_rom rom17(.color_val(frame17), .col(x[9:4]), .row(y[9:4]), .clk(vgaClk));
    frame18_rom rom18(.color_val(frame18), .col(x[9:4]), .row(y[9:4]), .clk(vgaClk));
    frame19_rom rom19(.color_val(frame19), .col(x[9:4]), .row(y[9:4]), .clk(vgaClk));
    frame20_rom rom20(.color_val(frame20), .col(x[9:4]), .row(y[9:4]), .clk(vgaClk));
    frame21_rom rom21(.color_val(frame21), .col(x[9:4]), .row(y[9:4]), .clk(vgaClk));
    clkMaker frameClockMaker(.clk(vgaClk), .gameClk(frameClk));
    always@(posedge vgaClk)begin
    if(x<1024)begin
        case(frameCounter)
            0:  rgb_reg <= frame1;
            1:  rgb_reg <= frame2;
            2:  rgb_reg <= frame3;
            3:  rgb_reg <= frame4;
            4:  rgb_reg <= frame5;
            5:  rgb_reg <= frame6;
            6:  rgb_reg <= frame7;
            7:  rgb_reg <= frame8;
            8:  rgb_reg <= frame9;
            9:  rgb_reg <= frame10;
            10: rgb_reg <= frame11;
            11: rgb_reg <= frame12;
            12: rgb_reg <= frame13;
            13: rgb_reg <= frame14;
            14: rgb_reg <= frame15;
            15: rgb_reg <= frame16;
            16: rgb_reg <= frame17;
            17: rgb_reg <= frame18;
            18: rgb_reg <= frame19;
            19: rgb_reg <= frame20;
            20: rgb_reg <= frame21;
            21: rgb_reg <= 12'b111111111111;
        endcase
        end
        else rgb_reg <= 12'b111111111111;
    end
    always @(posedge frameClk)begin
        frameCounter <= frameCounter + 1;
        if(frameCounter > 20) frameCounter <= 0;  
    end
    assign color_data = rgb_reg;
endmodule 
module clkMaker(         
    input  wire clk,
    output wire gameClk
);
    reg outputReg;
    reg [20:0] counter;
    always @(posedge clk)begin
        if(counter == 0) outputReg <= !outputReg;
        counter <= counter + 1;
    end
    assign gameClk = outputReg;
endmodule
--- flow/run.sh ---
#!/bin/bash
# OpenROAD 26Q1-2900-gdf79404cd8, Yosys 0.63+post, stock flow scripts
make -C /OpenROAD-flow-scripts/flow DESIGN_CONFIG=/design/flow/config.mk WORK_HOME=/design/flow/orfs finish
==> flow_metrics.env <==
# physical design summary
export IMPL_yosys_warnings=1
export IMPL_critical_path_cell_count=1
export IMPL_cts_post_setup_buffers_inserted=0
export IMPL_fillers=605
export IMPL_grt_antenna_before_repair=0
export IMPL_antenna_cells_inserted=0
export IMPL_synth_logic_top_family="simple AND/OR/NAND/NOR gates"
export IMPL_yosysChipArea_um2=896
export IMPL_setup_total_negative_slack_ns=0
export IMPL_wl_mm=1.33
export IMPL_cts_sinks=22
export IMPL_xor_area_share_pct=18.6
export IMPL_synth_avg_cell_area_um2=10.2
export IMPL_cts_made_buffers=3
export IMPL_cp_endpoint_kind="primary output"
export IMPL_run_status="completed"
export IMPL_critPathMaxStageDelay_ns=0.47
export IMPL_post_synth_and_or_nand_nor_area_fraction_pct=26.7
export IMPL_synthesis_area_um2=896
export IMPL_grt_first_pass_wirelength_mm=2.33
export IMPL_clk_root_buffer_cell="sky130_fd_sc_hd__clkbuf_8"
export IMPL_synth_mux_area_fraction_pct=0
export IMPL_drt_antenna_violating_nets=0
export IMPL_setup_slack_ns=1.17
export IMPL_hpwl_um=949
export IMPL_placement_rows=27
export IMPL_initial_core_util_pct=15.9
export IMPL_max_freq_mhz=613
export IMPL_yosys_register_bits=22
export IMPL_via_count=592
export IMPL_worst_skew_pair_later_pin_latency_ns=0.26
export IMPL_seq_area_um2=450
export IMPL_cts_hold_buf=0
export IMPL_drt_iter0_markers=24
export IMPL_finish_utilization_pct=18.8
export IMPL_final_setup_skew_ns=0.00474
export IMPL_largest_area_cell="sky130_fd_sc_hd__dfxtp_1"
export IMPL_gp_congestion=0.760
export IMPL_die_height_um=97
export IMPL_min_delay_path_depth=1
export IMPL_grt_util_all_layers_pct=2.74
export IMPL_maxCapViolations=0
export IMPL_cp_cell_sequence="clkdlybuf4s50_1"
export IMPL_layout_top_cell="sky130_fd_sc_hd__dfxtp_1"
export IMPL_netlist_top_cells_area="sky130_fd_sc_hd__dfxtp_1 (47%), sky130_fd_sc_hd__xnor2_1 (12%), sky130_fd_sc_hd__xor2_1 (6.8%)"
export IMPL_crit_arrival_ns=1.07
export IMPL_logic_area_um2=430
export IMPL_cts_tree="built"
export IMPL_synthAdderAreaFrac_pct=2.79
export IMPL_worstRegToRegCells=5
export IMPL_setup_repair_after_global_routing_missed_its_margin="no"
export IMPL_mostFrequentLayoutCells="sky130_fd_sc_hd__dfxtp_1 (21), sky130_fd_sc_hd__xnor2_1 (12), sky130_fd_sc_hd__nand2_1 (9)"
export IMPL_via_per_inst=3.59
export IMPL_wl_per_cell_um=8.06
export IMPL_timing_hold_worst_class="reg -> reg"
export IMPL_tightest_slew_ns=0.325
export IMPL_synth_cells_yosys=88
export IMPL_design_core_area_mm2=0.00564
export IMPL_slew_limit_headroom_pct=78.2
export IMPL_timing_critical_path_slowest_stage_cell="sky130_fd_sc_hd__clkdlybuf4s50_1"
export IMPL_synth_sequential_area_ratio_pct=50.3
export IMPL_report_final_hold_viol_count=0
export IMPL_first_global_vias=555
export IMPL_worst_endpoint_required_ns=2.24
export IMPL_synth_lib_cells_used_distinct=18
export IMPL_post_place_cells=161
export IMPL_irDropWorstVdd_mv=0.586
export IMPL_detailedRoute_firstPassIterationCount=4
export IMPL_chip_area_mm2=0.00941
export IMPL_leakage_uw=0.000361
export IMPL_cts_htree_levels=1
export IMPL_layoutNonFillerInstCount=165
export IMPL_grt_start_max_net_pins=14
export IMPL_globalRoute_totalOverflow=0
export IMPL_post_route_min_period_ns=1.63
export IMPL_dp_worst_setup_slack_ns=1.30
export IMPL_die_w_um=97
export IMPL_slew_violations=0
export IMPL_detail_route_drc_violations=0
export IMPL_startpoint_type="flip-flop"
export IMPL_min_period_over_period_pct=58.3
export IMPL_synthCells=88
export IMPL_log_warning_count=26
export IMPL_top_level_ports=2
export IMPL_flow_area_growth_from_synthesis_pct=18.6
export IMPL_synth_top_cell_area_share_pct=46.9
export IMPL_worst_path_buf_inv=1
export IMPL_cts_path_max_buffers=2
export IMPL_post_route_cells_drive_above_1_share_pct=9.68
export IMPL_yosys_area_share_aoi_pct=0
export IMPL_report_final_setup_viol=0
export IMPL_criticalPathCategory="reg -> out"
export IMPL_power_density_cell_area_mw_per_mm2=536
export IMPL_crit_path_max_fanout=2
export IMPL_cts_repair_resize_count=0
export IMPL_port_buffers=1
export IMPL_cp_top_family="buffers and inverters"
export IMPL_clock_transition_at_the_registers_of_the_reported_paths_ns=0.08
-- flip-flops by register name, indices dropped and copies added (netlist names) --
signal	flops
counter	21
outputReg	1
-- Yosys cell counts --
master and number:
sky130_fd_sc_hd__nand4_1 3, sky130_fd_sc_hd__dfxtp_1 21, sky130_fd_sc_hd__nor4b_1 1, sky130_fd_sc_hd__nor3_2 1, sky130_fd_sc_hd__inv_1 4, sky130_fd_sc_hd__xor2_1 7, sky130_fd_sc_hd__nand4_2 1, sky130_fd_sc_hd__nand2_1 9
sky130_fd_sc_hd__edfxtp_1 1, sky130_fd_sc_hd__xnor2_1 12, sky130_fd_sc_hd__ha_1 2, sky130_fd_sc_hd__nor4_1 4, sky130_fd_sc_hd__nand3_2 2, sky130_fd_sc_hd__and3_1 2, sky130_fd_sc_hd__nor3_1 2, sky130_fd_sc_hd__nor4_4 1
sky130_fd_sc_hd__nand3_1 8, sky130_fd_sc_hd__nor2_1 7
-- cells by family after synthesis --
| family | Yosys count |
|---|---|
| and+or+nand+nor | 41 |
| xor gates and xnor gates | 19 |
| DFF | 22 |
| buffers and inverters | 4 |
| adders and majority gates | 2 |
-- routing by layer --
metal | track usage [%] | part of all wire (%)
met1 | 3.71 | 54
met2 | 4.19 | 40
met3 | 1.00 | 4.7
met4 | 0.338 | 0.90
met5 | 0 | 0
-- layout make-up --
cell class / count / share of cell area (%)
inverters: 4 / 1.41
well taps: 72 / 8.48
repair buffers: 1 / 0.942
multi-input cells: 62 / 40.5
flip-flops and latches: 22 / 42.4
clock buffers: 4 / 6.24
-- path summary, 6_finish.rpt --
kind | end | slack, ns | from
min reg2reg | counter[0] | 0.45 | counter[0]
max reg2reg | counter[20] | 1.29 | counter[1]
min | counter[0] | 0.45 | counter[0]
max | gameClk | 1.17 | outputReg
-- metrics by stage --
step                      hold WS [ns]  total power, uW  cell area (um^2)
after floorplan                  0.406              322               896
after global placement           0.418              322               996
after detailed placement         0.427              322               996
after CTS                        0.448              576              1060
after global routing             0.479              594              1060
final                            0.446              569              1060
-- where the power goes --
group          switching, uW  internal (uW)
sequential                 0            314
clock                    100            155
combinational              0              0
total                    100            469
Power figures rest on the tool's default switching activity, not on a simulated workload.
