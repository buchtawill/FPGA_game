===== /design/flow/run.sh =====
#!/bin/bash
# OpenROAD 26Q1-2900-gdf79404cd8, Yosys 0.63+post, stock flow scripts
make -C /OpenROAD-flow-scripts/flow DESIGN_CONFIG=/design/flow/config.mk WORK_HOME=/design/flow/orfs finish

===== /design/flow/config.mk =====
export PLATFORM = sky130hd
export DESIGN_NAME = frame10_rom
export DESIGN_NICKNAME = frame10_rom
export VERILOG_FILES = /design/flow/design.v
export SDC_FILE = /design/flow/constraint.sdc
export NUM_CORES = 4
export LEC_CHECK = 1
export CORE_AREA = 10 10 110 110
export DIE_AREA = 0 0 120 120

===== /design/flow/constraint.sdc =====
current_design frame10_rom

set clk_period 6.1
set clk_io_pct 0.2

create_clock -name clk0 -period $clk_period [get_ports {clk}]

set non_clock_inputs [all_inputs -no_clocks]
set_input_delay [expr $clk_period * $clk_io_pct] -clock clk0 $non_clock_inputs
set_output_delay [expr $clk_period * $clk_io_pct] -clock clk0 [all_outputs]

===== /design/flow/design.v =====
module frame10_rom(      
	input wire        clk,
	input wire [5:0]  col,
	input wire [5:0]  row,
	output reg [11:0] color_val
	);
	reg [5:0] colReg;
	reg [5:0] rowReg;
	always @ (posedge clk)begin
		rowReg <= row;
		colReg <= col;
	end
	always @*
	case({rowReg, colReg})
	    12'd2762: color_val = 12'd0;
	    12'd2763: color_val = 12'd0;
	    12'd2764: color_val = 12'd0;
	    12'd2765: color_val = 12'd0;
	    12'd2766: color_val = 12'd0;
	    12'd2767: color_val = 12'd0;
	    12'd2825: color_val = 12'd0;
	    12'd2826: color_val = 12'd3346;
	    12'd2827: color_val = 12'd3346;
	    12'd2828: color_val = 12'd3346;
	    12'd2829: color_val = 12'd3346;
	    12'd2830: color_val = 12'd3346;
	    12'd2831: color_val = 12'd3346;
	    12'd2832: color_val = 12'd0;
	    12'd2888: color_val = 12'd0;
	    12'd2889: color_val = 12'd3346;
	    12'd2890: color_val = 12'd3346;
	    12'd2891: color_val = 12'd3346;
	    12'd2892: color_val = 12'd3346;
	    12'd2893: color_val = 12'd3346;
	    12'd2894: color_val = 12'd3346;
	    12'd2895: color_val = 12'd3346;
	    12'd2896: color_val = 12'd3346;
	    12'd2897: color_val = 12'd0;
	    12'd2951: color_val = 12'd0;
	    12'd2952: color_val = 12'd3346;
	    12'd2953: color_val = 12'd3346;
	    12'd2954: color_val = 12'd3346;
	    12'd2955: color_val = 12'd3346;
	    12'd2956: color_val = 12'd0;
	    12'd2957: color_val = 12'd0;
	    12'd2958: color_val = 12'd0;
	    12'd2959: color_val = 12'd0;
	    12'd2960: color_val = 12'd0;
	    12'd2961: color_val = 12'd0;
	    12'd3015: color_val = 12'd0;
	    12'd3016: color_val = 12'd3346;
	    12'd3017: color_val = 12'd3346;
	    12'd3018: color_val = 12'd3346;
	    12'd3019: color_val = 12'd0;
	    12'd3020: color_val = 12'd2509;
	    12'd3021: color_val = 12'd2509;
	    12'd3026: color_val = 12'd0;
	    12'd3079: color_val = 12'd0;
	    12'd3080: color_val = 12'd3346;
	    12'd3081: color_val = 12'd3346;
	    12'd3082: color_val = 12'd0;
	    12'd3083: color_val = 12'd157;
	    12'd3084: color_val = 12'd2509;
	    12'd3085: color_val = 12'd2509;
	    12'd3086: color_val = 12'd2509;
	    12'd3090: color_val = 12'd2509;
	    12'd3091: color_val = 12'd0;
	    12'd3141: color_val = 12'd0;
	    12'd3142: color_val = 12'd0;
	    12'd3143: color_val = 12'd0;
	    12'd3144: color_val = 12'd2560;
	    12'd3145: color_val = 12'd3346;
	    12'd3146: color_val = 12'd0;
	    12'd3147: color_val = 12'd157;
	    12'd3148: color_val = 12'd2509;
	    12'd3149: color_val = 12'd2509;
	    12'd3150: color_val = 12'd2509;
	    12'd3151: color_val = 12'd2509;
	    12'd3152: color_val = 12'd2509;
	    12'd3153: color_val = 12'd2509;
	    12'd3154: color_val = 12'd2509;
	    12'd3155: color_val = 12'd0;
	    12'd3204: color_val = 12'd0;
	    12'd3205: color_val = 12'd3346;
	    12'd3206: color_val = 12'd3346;
	    12'd3207: color_val = 12'd0;
	    12'd3208: color_val = 12'd2560;
	    12'd3209: color_val = 12'd3346;
	    12'd3210: color_val = 12'd0;
	    12'd3211: color_val = 12'd157;
	    12'd3212: color_val = 12'd157;
	    12'd3213: color_val = 12'd157;
	    12'd3214: color_val = 12'd2509;
	    12'd3215: color_val = 12'd2509;
	    12'd3216: color_val = 12'd2509;
	    12'd3217: color_val = 12'd157;
	    12'd3218: color_val = 12'd157;
	    12'd3219: color_val = 12'd0;
	    12'd3268: color_val = 12'd0;
	    12'd3269: color_val = 12'd3346;
	    12'd3270: color_val = 12'd3346;
	    12'd3271: color_val = 12'd0;
	    12'd3272: color_val = 12'd2560;
	    12'd3273: color_val = 12'd3346;
	    12'd3274: color_val = 12'd3346;
	    12'd3275: color_val = 12'd0;
	    12'd3276: color_val = 12'd157;
	    12'd3277: color_val = 12'd157;
	    12'd3278: color_val = 12'd157;
	    12'd3279: color_val = 12'd157;
	    12'd3280: color_val = 12'd157;
	    12'd3281: color_val = 12'd157;
	    12'd3282: color_val = 12'd0;
	    12'd3332: color_val = 12'd0;
	    12'd3333: color_val = 12'd3346;
	    12'd3334: color_val = 12'd2560;
	    12'd3335: color_val = 12'd0;
	    12'd3336: color_val = 12'd2560;
	    12'd3337: color_val = 12'd3346;
	    12'd3338: color_val = 12'd3346;
	    12'd3339: color_val = 12'd3346;
	    12'd3340: color_val = 12'd0;
	    12'd3341: color_val = 12'd0;
	    12'd3342: color_val = 12'd0;
	    12'd3343: color_val = 12'd0;
	    12'd3344: color_val = 12'd0;
	    12'd3345: color_val = 12'd0;
	    12'd3346: color_val = 12'd0;
	    12'd3396: color_val = 12'd0;
	    12'd3397: color_val = 12'd2560;
	    12'd3398: color_val = 12'd2560;
	    12'd3399: color_val = 12'd0;
	    12'd3400: color_val = 12'd2560;
	    12'd3401: color_val = 12'd3346;
	    12'd3402: color_val = 12'd3346;
	    12'd3403: color_val = 12'd3346;
	    12'd3404: color_val = 12'd3346;
	    12'd3405: color_val = 12'd3346;
	    12'd3406: color_val = 12'd3346;
	    12'd3407: color_val = 12'd3346;
	    12'd3408: color_val = 12'd3346;
	    12'd3409: color_val = 12'd3346;
	    12'd3410: color_val = 12'd0;
	    12'd3460: color_val = 12'd0;
	    12'd3461: color_val = 12'd2560;
	    12'd3462: color_val = 12'd2560;
	    12'd3463: color_val = 12'd0;
	    12'd3464: color_val = 12'd2560;
	    12'd3465: color_val = 12'd2560;
	    12'd3466: color_val = 12'd3346;
	    12'd3467: color_val = 12'd3346;
	    12'd3468: color_val = 12'd3346;
	    12'd3469: color_val = 12'd3346;
	    12'd3470: color_val = 12'd3346;
	    12'd3471: color_val = 12'd3346;
	    12'd3472: color_val = 12'd3346;
	    12'd3473: color_val = 12'd3346;
	    12'd3474: color_val = 12'd0;
	    12'd3524: color_val = 12'd0;
	    12'd3525: color_val = 12'd2560;
	    12'd3526: color_val = 12'd2560;
	    12'd3527: color_val = 12'd0;
	    12'd3528: color_val = 12'd2560;
	    12'd3529: color_val = 12'd2560;
	    12'd3530: color_val = 12'd2560;
	    12'd3531: color_val = 12'd3346;
	    12'd3532: color_val = 12'd3346;
	    12'd3533: color_val = 12'd3346;
	    12'd3534: color_val = 12'd3346;
	    12'd3535: color_val = 12'd3346;
	    12'd3536: color_val = 12'd3346;
	    12'd3537: color_val = 12'd2560;
	    12'd3538: color_val = 12'd0;
	    12'd3588: color_val = 12'd0;
	    12'd3589: color_val = 12'd2560;
	    12'd3590: color_val = 12'd2560;
	    12'd3591: color_val = 12'd0;
	    12'd3592: color_val = 12'd2560;
	    12'd3593: color_val = 12'd2560;
	    12'd3594: color_val = 12'd2560;
	    12'd3595: color_val = 12'd3346;
	    12'd3596: color_val = 12'd3346;
	    12'd3597: color_val = 12'd3346;
	    12'd3598: color_val = 12'd3346;
	    12'd3599: color_val = 12'd3346;
	    12'd3600: color_val = 12'd2560;
	    12'd3601: color_val = 12'd2560;
	    12'd3602: color_val = 12'd0;
	    12'd3652: color_val = 12'd0;
	    12'd3653: color_val = 12'd2560;
	    12'd3654: color_val = 12'd2560;
	    12'd3655: color_val = 12'd0;
	    12'd3656: color_val = 12'd2560;
	    12'd3657: color_val = 12'd2560;
	    12'd3658: color_val = 12'd2560;
	    12'd3659: color_val = 12'd2560;
	    12'd3660: color_val = 12'd2560;
	    12'd3661: color_val = 12'd2560;
	    12'd3662: color_val = 12'd2560;
	    12'd3663: color_val = 12'd2560;
	    12'd3664: color_val = 12'd2560;
	    12'd3665: color_val = 12'd2560;
	    12'd3666: color_val = 12'd0;
	    12'd3716: color_val = 12'd0;
	    12'd3717: color_val = 12'd2560;
	    12'd3718: color_val = 12'd2560;
	    12'd3719: color_val = 12'd0;
	    12'd3720: color_val = 12'd2560;
	    12'd3721: color_val = 12'd2560;
	    12'd3722: color_val = 12'd2560;
	    12'd3723: color_val = 12'd2560;
	    12'd3724: color_val = 12'd2560;
	    12'd3725: color_val = 12'd2560;
	    12'd3726: color_val = 12'd2560;
	    12'd3727: color_val = 12'd2560;
	    12'd3728: color_val = 12'd2560;
	    12'd3729: color_val = 12'd2560;
	    12'd3730: color_val = 12'd0;
	    12'd3781: color_val = 12'd0;
	    12'd3782: color_val = 12'd0;
	    12'd3783: color_val = 12'd0;
	    12'd3784: color_val = 12'd2560;
	    12'd3785: color_val = 12'd2560;
	    12'd3786: color_val = 12'd2560;
	    12'd3787: color_val = 12'd2560;
	    12'd3788: color_val = 12'd2560;
	    12'd3789: color_val = 12'd2560;
	    12'd3790: color_val = 12'd2560;
	    12'd3791: color_val = 12'd2560;
	    12'd3792: color_val = 12'd2560;
	    12'd3793: color_val = 12'd2560;
	    12'd3794: color_val = 12'd0;
	    12'd3847: color_val = 12'd0;
	    12'd3848: color_val = 12'd2560;
	    12'd3849: color_val = 12'd2560;
	    12'd3850: color_val = 12'd2560;
	    12'd3851: color_val = 12'd0;
	    12'd3852: color_val = 12'd0;
	    12'd3853: color_val = 12'd0;
	    12'd3854: color_val = 12'd0;
	    12'd3855: color_val = 12'd2560;
	    12'd3856: color_val = 12'd2560;
	    12'd3857: color_val = 12'd2560;
	    12'd3858: color_val = 12'd0;
	    12'd3911: color_val = 12'd0;
	    12'd3912: color_val = 12'd2560;
	    12'd3913: color_val = 12'd2560;
	    12'd3914: color_val = 12'd2560;
	    12'd3915: color_val = 12'd0;
	    12'd3918: color_val = 12'd0;
	    12'd3919: color_val = 12'd2560;
	    12'd3920: color_val = 12'd2560;
	    12'd3921: color_val = 12'd2560;
	    12'd3922: color_val = 12'd0;
	    12'd3975: color_val = 12'd0;
	    12'd3976: color_val = 12'd2560;
	    12'd3977: color_val = 12'd2560;
	    12'd3978: color_val = 12'd2560;
	    12'd3979: color_val = 12'd0;
	    12'd3982: color_val = 12'd0;
	    12'd3983: color_val = 12'd2560;
	    12'd3984: color_val = 12'd2560;
	    12'd3985: color_val = 12'd2560;
	    12'd3986: color_val = 12'd0;
	    12'd4040: color_val = 12'd0;
	    12'd4041: color_val = 12'd0;
	    12'd4042: color_val = 12'd0;
	    12'd4047: color_val = 12'd0;
	    12'd4048: color_val = 12'd0;
	    12'd4049: color_val = 12'd0;
		default:  color_val = 12'b111111111111;
		endcase
endmodule  

==> qor.json <==
{
  "grt": {
    "globalRouteOverflowTotal": 0,
    "grt_pass1_vias": 2169,
    "grt_start_max_net_pins": 31,
    "grt_antenna_before_repair": 0,
    "groute.usage.overall_pct": 8.56,
    "grt_pass1_wl_microns": 10700
  },
  "run": {
    "warnings": 25,
    "max_cap_violations": 0
  },
  "clock_tree": {
    "cts_num_sinks": 12,
    "cts_post_setup_buffers_inserted": 0,
    "tritoncts": "yes",
    "cts_max_path_buffers": 2,
    "cts_resized": 0,
    "numCtsBuffers": 3,
    "cts_htree_levels": 1,
    "post_cts_hold_buffer_count": 0,
    "cts.reportedPaths.clkPinSlew_ns": 0.05,
    "clockRootBuffer": "sky130_fd_sc_hd__clkbuf_8"
  },
  "worst_setup_path": {
    "crit_path_cell_trace": "buf_4, or4b_2, nor3_1, a21oi_1, o211ai_1, a211oi_1, nand4_2, o31ai_1, clkdlybuf4s50_1",
    "critical_path_peak_fanout": 19,
    "critical-path-top-delay-family": "simple AND/OR/NAND/NOR gates",
    "critPathLaunchType": "flop",
    "critPathMaxStageDelay_ns": 0.79,
    "critPathSlowestCell": "sky130_fd_sc_hd__dfxtp_1",
    "type_of_element_capturing_the_critical_path": "output pin",
    "critical_path_required_ns": 4.88,
    "worst-setup-path-type": "reg2out",
    "timing.critical_path.arrival_ns": 3.50,
    "critPathBufInv": 2
  },
  "sta": {
    "final_min_period_over_clock_period_pct": 77.3,
    "fmaxAchievable_mhz": 212,
    "layout_setup_ws_ns": 1.38,
    "max_slew.worst_pin.slew_ns": 0.880,
    "fin_worst_hold_slack_ns": 1.43,
    "rsz0062_at_grt": "no",
    "finalMaxSlewViolations": 0,
    "tns_ns": 0,
    "final_critical_path_time_including_i_o_delays_and_setup_ns": 4.72,
    "final_hold_viol_count": 0,
    "timing.final.setup_violations": 0,
    "slew_headroom_pct": 40.9
  },
  "detailed_routing": {
    "drtPass1Iterations": 5,
    "drt-initial-drc-count": 509,
    "route.vias.total": 2328,
    "vias_per_cell": 5.78,
    "antenna_cells": 0,
    "drtAntennaViolNets": 0,
    "detail_routed_net_length_per_standard_cell_microns": 15.8,
    "post-route-drc-count": 0,
    "postRouteWirelength_microns": 6380
  },
  "synthesis": {
    "ys.flops": 12,
    "synth_sequential_area_ratio_pct": 12.2,
    "synthesis.instances": 267,
    "synth.avg_cell_area_sq_um": 7.35,
    "syn-cell-area_sq_um": 1960,
    "netlist-cell-type-count": 68,
    "synth.yosys.warnings": 1,
    "ys_dominant_reg_cell": "sky130_fd_sc_hd__dfxtp_1",
    "yosys.stat.chipArea_sq_um": 1960,
    "asyncSetResetFlopFracSynth_pct": 0,
    "synth.yosys.num_cells": 267,
    "edf_count": 0
  },
  "power": {
    "p_sw_uw": 87.4,
    "p_leak_uw": 0.000651,
    "seqPwrFrac_pct": 34.2,
    "power_density_nw_per_um2": 119,
    "power_switching_share_pct": 33.0,
    "clock_power_share_pct": 31.2,
    "power_uw": 265,
    "power.ir.vdd_worst_mv": 0.157,
    "combPwrFrac_pct": 34.6,
    "intPower_uw": 178
  },
  "run_status": {
    "status": "completed"
  },
  "layout": {
    "top_cells_excl_fill_tap": "24 x sky130_fd_sc_hd__nor2_1, 24 x sky130_fd_sc_hd__clkdlybuf4s50_1, 19 x sky130_fd_sc_hd__nor3_1, 14 x sky130_fd_sc_hd__nand2_1",
    "logic_area_sq_um": 1440,
    "fillerInstances": 1079,
    "syn2layout_area_growth_pct": 13.4,
    "area.sequential_sq_um": 240,
    "post-route-cell-area_sq_um": 2230,
    "post_route_cells_drive_above_1_share_pct": 11.9
  },
  "place": {
    "gpl.final_weighted_congestion": 1.04,
    "portBuffers": 24,
    "placed_area_sq_um": 2170,
    "post-place-ws_ns": 1.67,
    "detailed_placer_s_ending_hpwl_microns": 4630
  },
  "hold_path": {
    "hp-class": "in2reg"
  },
  "die": {
    "top_level_ports": 25,
    "die_h_microns": 120,
    "std_cell_rows": 36,
    "initial_cell_density_of_the_core_pct": 20.1,
    "core_sq_um": 9770,
    "die-area_sq_um": 14400,
    "die_x_microns": 120
  }
}
==> through the flow <==
step	utilization, %	std cells
finish	22.8	403
global route	22.8	403
CTS	22.8	403
detailed placement	22.2	399
global placement	22.2	399
floorplan	-	267
==> layer usage <==
layer | global-route usage, % | vias up | routed length, microns
met5 | 0 | - | 0
met4 | 3.70 | 0 | 287
met3 | 1.29 | 40 | 704
met2 | 13.1 | 201 | 2850
met1 | 11.7 | 1038 | 2530
li1 | - | 1049 | -
==> cell usage after synthesis (3+ instances only) <==
cell type                  count  area [sq um]
sky130_fd_sc_hd__buf_2         9          45.0
sky130_fd_sc_hd__nor2_1       24          90.1
sky130_fd_sc_hd__nor3_1       19          95.1
sky130_fd_sc_hd__nand3_1       5          25.0
sky130_fd_sc_hd__or4_1         3          22.5
sky130_fd_sc_hd__o31ai_1       4          30.0
sky130_fd_sc_hd__nor2b_1       4          25.0
sky130_fd_sc_hd__or2_2         5          31.3
sky130_fd_sc_hd__nor4b_1       3          26.3
sky130_fd_sc_hd__or3_1         3          18.8
sky130_fd_sc_hd__buf_6        10           113
sky130_fd_sc_hd__nand4_1       5          31.3
sky130_fd_sc_hd__o32ai_1       4          35.0
sky130_fd_sc_hd__a21oi_1      12          60.1
sky130_fd_sc_hd__nand4b_1      6          52.6
sky130_fd_sc_hd__a32oi_1       3          26.3
sky130_fd_sc_hd__nor4_1       11          68.8
sky130_fd_sc_hd__buf_4        11          82.6
sky130_fd_sc_hd__a22oi_1       3          22.5
sky130_fd_sc_hd__o21ai_0       9          45.0
sky130_fd_sc_hd__nand2_1      14          52.6
sky130_fd_sc_hd__o22ai_1       9          56.3
sky130_fd_sc_hd__a31oi_1       7          43.8
sky130_fd_sc_hd__dfxtp_1      12           240
sky130_fd_sc_hd__o21bai_1      3          22.5
sky130_fd_sc_hd__inv_1         5          18.8
sky130_fd_sc_hd__nand2b_2      3          26.3
sky130_fd_sc_hd__nand2b_1      9          56.3
==> final timing paths <==
kind	depth (start not counted)	startpoint	slack, ns	endpoint
setup / recovery	9	colReg[0]	1.38	color_val[3]
hold / removal	1	col[4]	1.43	colReg[4]
==> sequential cells by signal, indices dropped and copies added (netlist names) <==
| name | flops |
|---|---|
| colReg | 6 |
| rowReg | 6 |
==> cell type report <==
type	instances	share of cell area, %
tap	133	7.48
multi-input combinational	218	64.8
inverter	6	1.63
sequential	12	10.8
clock buffer	4	2.47
timing repair buffer	30	12.8
==> cell families after synthesis <==
group,count (synthesis),share of synthesized area (%)
AND-OR/OR-AND,79,29.4
XOR/XNOR,4,2.17
buffers and inverters,37,14.3
flip-flops,12,12.2
multiplexers,1,0.510
AND/OR/NAND/NOR,134,41.4
==> power groups by stage <==
stage,Combinational [uW],Sequential [uW],Clock (uW)
final,91.7,90.8,82.7
after global routing,98.4,91.7,89.5
after CTS,88.7,90.4,85.5
Power and IR drop assume default switching activity.
